==> ./design.v <==
`timescale 1ns / 1ps
module clk_divider(
input master_clk, input rst,
output CLK1hz, output CLKfast
);
localparam oneHzConst = 50000000;
localparam fastHzConst = 71429;  
reg CLK1hzR = 1'b0;
reg CLKfastR = 1'b0;
reg [27:0] oneHzCount = 0;
reg [19:0] fastHzCount = 0;
always @ (posedge (master_clk), posedge (rst)) begin
	if(rst == 1) begin
	 oneHzCount <= 28'b0;
	 CLK1hzR <= 1'b0;
	end
	else if(oneHzCount == oneHzConst-1) begin
	 oneHzCount <= 28'b0;
	 CLK1hzR <= ~CLK1hz;
	end
	else begin
	 oneHzCount <= oneHzCount + 1;
	 CLK1hzR <= CLK1hz;
	end	
end
always @ (posedge (master_clk), posedge (rst)) begin
	if(rst == 1) begin
	 fastHzCount <= 20'b0;
	 CLKfastR <= 1'b0;
	end
	else if(fastHzCount == fastHzConst-1) begin
	 fastHzCount <= 20'b0;
	 CLKfastR <= ~CLKfast;
	end
	else begin
	 fastHzCount <= fastHzCount + 1;
	 CLKfastR <= CLKfast;
	end	
end
assign CLK1hz = CLK1hzR;
assign CLKfast = CLKfastR;
endmodule
==> ./run.sh <==
#!/bin/bash
# OpenROAD 26Q1-2900-gdf79404cd8, Yosys 0.63+post, stock flow scripts
make -C /OpenROAD-flow-scripts/flow DESIGN_CONFIG=/design/flow/config.mk WORK_HOME=/design/flow/orfs finish
==> ./config.mk <==
export PLATFORM = sky130hd
export DESIGN_NAME = clk_divider
export DESIGN_NICKNAME = clk_divider
export VERILOG_FILES = /design/flow/design.v
export SDC_FILE = /design/flow/constraint.sdc
export NUM_CORES = 4
export LEC_CHECK = 1
export CORE_UTILIZATION = 30
==> ./constraint.sdc <==
current_design clk_divider

set clk_period 3.2
set clk_io_pct 0.2

create_clock -name clk0 -period $clk_period [get_ports {master_clk}]

set non_clock_inputs [all_inputs -no_clocks]
set_input_delay [expr $clk_period * $clk_io_pct] -clock clk0 $non_clock_inputs
set_output_delay [expr $clk_period * $clk_io_pct] -clock clk0 [all_outputs]
==> impl_metrics.yaml <==
# yosys + openroad results
status:
  outcome: "completed"
pwr:
  p_leak_uw: 0.00118
  total_power_uw: 1180
  power_density_nw_per_um2: 436
  ir_worst_vdd_v: 0.000263
setup_path:
  path_max_fanout: 12
  max_stage_delay_ps: 740
  reg2reg_from: "oneHzCount[15]$_DFF_PP0_"
  worst_ep_arrival_time_ps: 2310
  rr_worst_depth: 4
  regToRegSetupSlack_ps: 1130
  endpoint_kind: "flip-flop"
  cp_slowest_cell: "or4_1"
  crit_path_cell_trace: "nand4_2 -> or4_1 -> or3_1 -> a21oi_2"
  cp.required_ps: 3440
  start_kind: "flip-flop"
  r2r_end: "oneHzCount[22]$_DFF_PP0_"
  crit_type: "reg2reg"
logic_synthesis:
  ys_ff: 50
  synthCells: 233
  ys_cells: 233
  synth_seq_share_pct: 51.9
  yosys_area_um2: 2410
  synthArstFlopShare_pct: 100
  flop_cell: "dfrtp_1"
  edf_count: 0
  synthDistinctLibCells: 31
  synth_area_um2: 2410
  avgSynthCellArea_um2: 10.3
  yosysWarnings: 1
cts:
  hold_buffers: 0
  htree_levels: 2
  ctsResizeCount: 0
  clk_latency_ps: 300
  cts_inserted_buffers: 5
  cts_setup_buffers: 0
  cts_tree: "done"
  clkSinkCount: 50
  cts_buffer_depth: 2
  ctsRootBufferMaster: "clkbuf_8"
  clk_pin_slew_worst_paths_ps: 90
sta:
  finalMaxSlewViolations: 0
  post-route-period-util_pct: 64.7
  timing.setup.tns_ps: 0
  finalCriticalPeriod_ps: 2070
  setup_viol: 0
  finalHoldViolCount: 0
  rsz0062_at_grt: "false"
  skew_ps: 9.25
  slew_headroom_pct: 48.3
  worstMarginPinSlew_ps: 775
  fmax_mhz: 483
layout:
  area_delta_synth_final_pct: 12.1
  drive_above_1_share_pct: 8.30
  fillers: 795
  fin_area_um2: 2700
  seqCellArea_um2: 1250
  combGateArea_um2: 1110
floorplanning:
  die-area_um2: 8400
  core_um2: 7770
  placementRows: 32
  die_w_um: 91.7
  die-height_um: 91.7
  ioPinCount: 4
  fp-utilization_pct: 31.0
routing:
  dr.first_iter.drc_count: 135
  wl_per_cell_um: 11.9
  antenna-diode-count: 0
  ant_nets: 0
  drt-total-wl_um: 4100
  drt_pass1_iterations: 4
  drc: 0
  vias_per_cell: 4.84
  vias: 1660
grt:
  grt_pass1_vias: 1614
  grt_pass1_wl_um: 7490
  grt_overflow: 0
  grt_max_degree: 40
  grt_usage_pct: 11.2
  antenna_found_initial: 0
placement:
  gp_congestion: 0.833
  placed_cell_area_um2: 2560
  dp_hpwl_um: 2850
  io_buffers: 3
flow_run:
  cap_violations: 0
  warning_count: 26
hold_path:
  hp-start: "oneHzCount[0]$_DFF_PP0_"
  worst_hold_path_type: "reg2reg"
  hold-path-cell-count: 1
  hold_end: "oneHzCount[0]$_DFF_PP0_"
==> cell usage in the layout (no fill, tap or decap) <==
cell type,n
dfrtp_1,50
nor2_1,24
nand3_1,20
xor2_1,19
xnor2_1,18
nand4_1,13
nand2_1,12
nor4_1,8
a21oi_1,8
inv_1,7
or4_1,6
clkbuf_8,6
o31ai_1,5
and3_1,4
o21ai_0,4
or3_1,4
nor3_1,4
nor2b_1,3
ha_1,3
clkdlybuf4s50_1,3
nand4_2,2
and2_1,2
and4_1,2
nor4b_1,2
bufinv_16,2
buf_4,2
or4_4,1
and3_2,1
and4_2,1
nor4_4,1
a21oi_2,1
or2_2,1
nor3_2,1
inv_2,1
==> through the flow <==
stage | utilization, % | instances | hold WS, ps | worst slack (ps)
final | 34.8 | 343 | 460 | 1130
after detailed placement | 33.0 | 335 | 456 | 1140
after global routing | 34.8 | 343 | 488 | 905
after global placement | 33.0 | 335 | 448 | 1180
after floorplan | - | 233 | 420 | 1360
after CTS | 34.8 | 343 | 465 | 1140
==> cell usage after synthesis (4+ instances only) <==
cell / instances / area, um2
xnor2_1: 18 / 158
xor2_1: 19 / 166
nor4_1: 8 / 50.1
nand3_1: 20 / 100
nor3_1: 4 / 20.0
or4_1: 6 / 45.0
and3_1: 4 / 25.0
inv_1: 8 / 30.0
nand4_1: 13 / 81.3
o31ai_1: 5 / 37.5
or3_1: 4 / 25.0
dfrtp_1: 50 / 1250
nor2_1: 24 / 90.1
nand2_1: 12 / 45.0
a21oi_1: 8 / 40.0
o21ai_0: 4 / 20.0
==> area by class of cell <==
cell class	count	share of cell area, %
multi-input cells	170	41.0
flip-flops and latches	50	46.3
clock inverters	2	2.22
clock buffers	6	3.05
well taps	102	4.72
repair buffers	5	1.67
inverters	8	1.11
==> power breakdown <==
part	switching [uW]	internal [uW]	total [uW]
Sequential	0	631	631
Combinational	11.7	1.97	13.7
Clock	201	333	535
Total	213	966	1180
==> per-layer routing <==
layer / part of all wire [%] / global-route usage [%]
met5: 0 / 0
met2: 43 / 15.5
met3: 4.5 / 1.94
met4: 0.98 / 1.19
met1: 52 / 19.3
==> critical path: cells and delay by family, from the launching register on <==
kind | cells | cell delay, ps
AND-OR/OR-AND | 1 | 130
flip-flops | 1 | 410
AND/OR/NAND/NOR | 3 | 1470
==> state kept, by name (all words and copies together) (netlist names) <==
register / cells
CLKfastR: 1
oneHzCount: 28
CLK1hzR: 1
fastHzCount: 20
==> how the worst max path moves through the flow <==
stage | depth (start not counted) | slack [ps] | start | endpoint
finish | 4 | 1130 | oneHzCount[15]$_DFF_PP0_ | oneHzCount[22]$_DFF_PP0_
CTS | 4 | 1140 | oneHzCount[15]$_DFF_PP0_ | oneHzCount[22]$_DFF_PP0_
global route | 5 | 900 | oneHzCount[7]$_DFF_PP0_ | CLK1hzR$_DFFE_PP0N_
==> logic make-up (layout without fill, tap and decap cells) <==
family          Yosys count  count (layout)  share of synthesized area [%]
buf+inv                  13              21                           2.18
xor+xnor                 37              37                           13.4
flops                    50              50                           51.9
simple gates            112             112                           26.5
fa+ha+maj                 3               3                           1.56
compound gates           18              18                           4.41
Power figures rest on the tool's default switching activity, not on a simulated workload.
