### ./run.sh
#!/bin/bash
# OpenROAD 26Q1-2900-gdf79404cd8, Yosys 0.63+post, stock flow scripts
make -C /OpenROAD-flow-scripts/flow DESIGN_CONFIG=/design/flow/config.mk WORK_HOME=/design/flow/orfs finish
### ./config.mk
export PLATFORM = sky130hd
export DESIGN_NAME = getOnesDigit
export DESIGN_NICKNAME = getOnesDigit
export VERILOG_FILES = /design/flow/design.v
export SDC_FILE = /design/flow/constraint.sdc
export NUM_CORES = 4
export LEC_CHECK = 1
export CORE_AREA = 10 10 86 86
export DIE_AREA = 0 0 96 96
### ./constraint.sdc
current_design getOnesDigit

set clk_period 7.0
set clk_io_pct 0.2

create_clock -name clk0 -period $clk_period

set non_clock_inputs [all_inputs -no_clocks]
set_input_delay [expr $clk_period * $clk_io_pct] -clock clk0 $non_clock_inputs
set_output_delay [expr $clk_period * $clk_io_pct] -clock clk0 [all_outputs]
### ./design.v
`timescale 1ns / 1ps
module getOnesDigit(input [7:0] val, output reg [3:0] onesDigit);
always @* begin
	if (val >= 250 && val < 260) 
		onesDigit = val - 250;
	else if (val >= 240 && val < 250) 
		onesDigit = val - 240;
	else if (val >= 230 && val < 240) 
		onesDigit = val - 230;
	else if (val >= 220 && val < 230) 
		onesDigit = val - 220;
	else if (val >= 210 && val < 220) 
		onesDigit = val - 210;
	else if (val >= 200 && val < 210) 
		onesDigit = val - 200;
	else if (val >= 190 && val < 200) 
		onesDigit = val - 190;
	else if (val >= 180 && val < 190) 
		onesDigit = val - 180;
	else if (val >= 170 && val < 180) 
		onesDigit = val - 170;
	else if (val >= 160 && val < 170) 
		onesDigit = val - 160;
	else if (val >= 150 && val < 160) 
		onesDigit = val - 150;
	else if (val >= 140 && val < 150) 
		onesDigit = val - 140;
	else if (val >= 130 && val < 140) 
		onesDigit = val - 130;
	else if (val >= 120 && val < 130) 
		onesDigit = val - 120;
	else if (val >= 110 && val < 120) 
		onesDigit = val - 110;
	else if (val >= 100 && val < 110) 
		onesDigit = val - 100;
	else if (val >= 90 && val < 100) 
		onesDigit = val - 90;
	else if (val >= 80 && val < 90) 
		onesDigit = val - 80;
	else if (val >= 70 && val < 80) 
		onesDigit = val - 70;
	else if (val >= 60 && val < 70) 
		onesDigit = val - 60;
	else if (val >= 50 && val < 60) 
		onesDigit = val - 50;
	else if (val >= 40 && val < 50) 
		onesDigit = val - 40;
	else if (val >= 30 && val < 40) 
		onesDigit = val - 30;
	else if (val >= 20 && val < 30) 
		onesDigit = val - 20;
	else if (val >= 10 && val < 20) 
		onesDigit = val - 10;
	else if (val >= 0 && val < 10) 
		onesDigit = val - 0;
end
endmodule
==> flow_summary.json <==
{
  "first_iter_violations": 250,
  "fin_setup_tns_ps": 0,
  "cp_top_family": "buffers and inverters",
  "port_buffers": 12,
  "grt_max_degree": 25,
  "max_slew_margin_pct": 43.26,
  "largest_register_ffs": 4,
  "wl_per_cell_um": 18.22,
  "dieArea_um2": 9216,
  "yosysWarningCount": 1,
  "grt_use_total_pct": 12.34,
  "status": "complete, no violations",
  "coreArea_um2": 5540,
  "layout_top_cell": "nand2_1",
  "synthCells": 235,
  "slowest_stage": "a2111oi_4",
  "die_w_um": 96,
  "crit_cells": 13,
  "warnings": 38,
  "yosys_area_um2": 1635,
  "comb_area_um2": 1476,
  "wl_um": 5611,
  "crit_path_cell_trace": "clkdlybuf4s50_1 > buf_4 > clkinvlp_4 > ha_1 > o21a_1 > a2111oi_4 > nor2_1 > mux2_2 > o211ai_1 > o2111ai_1 > o211ai_1 > dlxtn_1 > clkdlybuf4s50_1",
  "cellPowerDensity_nw_per_um2": 58.24,
  "rows": 27,
  "fill_cells": 620,
  "final_layout_size_suffix_gt1_share_pct": 8.475,
  "worstSetupStartpointType": "input port",
  "antenna_cells": 0,
  "p_leak_nw": 0.6145,
  "fp_util_pct": 29.52,
  "drv_cap": 0,
  "worstSetupPathType": "in2out",
  "netlist_area_um2": 1635,
  "finalInstanceArea_um2": 1794,
  "hold_violations": 0,
  "critPathCapture": "onesDigit[3]",
  "synthFlopType": "dlxtn_1",
  "die_y_um": 96,
  "drv_slew": 0,
  "required_ps": 5600,
  "vias": 1916,
  "setup_viol_count_final": 0,
  "synth.avg_cell_area_um2": 6.959,
  "unclocked_regs": 4,
  "ios": 12,
  "remaining_drc_errors": 0,
  "tightest_slew_ps": 848.4,
  "viasPerCell": 6.221,
  "synth_cell_type_count": 66,
  "antenna_found_initial": 0,
  "arrival_ps": 5300,
  "antenna_left": 0,
  "crit_path_start": "val[3]",
  "place.gp.congestion": 0.9728,
  "dpl_cell_area_um2": 1783,
  "cts_setup_buffers": 0,
  "drtPass1Iterations": 4,
  "layout_top_cells": "nand2_1 (25), nor2_1 (22), a21oi_1 (17)",
  "ir_drop_uv": 27.54,
  "max_freq_mhz": 149.2,
  "grt_pass1_wl_um": 9315,
  "crit_path_max_fanout": 24,
  "untimed_endpoints": 4,
  "synth_flops": 4,
  "dpl.hpwl_um": 4216,
  "yosys-stat-cells": 235,
  "cp-end-kind": "output pin",
  "syn_to_final_growth_pct": 9.717,
  "max_stage_delay_ps": 480,
  "crit_buf_inv": 4,
  "gr-total-overflow": 0,
  "seq_area_um2": 60.06,
  "edf_count": 0,
  "grt_pass1_vias": 1744,
  "ys_async_sr_fraction_pct": 0,
  "period_minus_slack_ps": 6702,
  "rsz0062_at_grt": "no",
  "fin_crit_sh_pct": 95.74
}
per-stage QoR:
step	setup slack [ps]	std cells	power, mW	utilization [%]
5_1_grt	99.96	308	0.1137	32.38
6_report	297.9	308	0.1045	32.38
4_1_cts	134.0	308	0.1020	32.18
3_5_place_dp	140.3	308	0.1017	32.18
3_3_place_gp	46.52	308	0.1026	32.18
2_1_floorplan	1817	238	0.07367	-
kinds of logic after synthesis:
group,count (synthesis),share of synthesized area (%)
AND/OR/NAND/NOR,101,32.44
AND-OR/OR-AND,90,46.37
buffers and inverters,24,7.038
adder cells (fa/ha/maj),8,6.121
multiplexers,4,2.525
latches,4,3.673
XOR/XNOR,3,1.607
other,1,0.2293
final cells by class:
class                      instances  area share [%]
sequential                         4           3.347
multi-input combinational        210           82.29
inverter                           9           2.092
tap                               72           5.021
timing repair buffer              13           7.252
synthesized netlist by cell type, types with 6 or more instances:
library cell	n	share of area, %
nand2_1	25	5.7
nor2_1	22	5.0
a21oi_1	17	5.2
a211oi_1	10	4.6
buf_2	8	2.4
ha_1	8	6.1
inv_1	8	1.8
nor3_1	8	2.4
nand2b_1	7	2.7
o21ai_0	7	2.1
nand3_1	6	1.8
per-layer routing:
layer	vias to the layer above	global-route usage (%)	routed length, um	part of all wire, %
met4	0	3.440	148	2.6
met1	909	17.20	2580	46
li1	924	-	-	-
met2	66	19.45	2529	45
met5	-	0	0	0
met3	17	1.651	352	6.3
repair_timing:
| item | in CTS | in global routing |
|---|---|---|
| setup endpoints to repair | 0 | 3 |
| hold buffers | 0 | 0 |
| endpoints found under the hold margin | 0 | 0 |
| gates resized | 0 | 3 |
power breakdown:
part           internal [mW]  switching (mW)
Clock                      0               0
Combinational         0.0376          0.0624
Sequential           0.00410        0.000449
Total                 0.0417          0.0628
Power and IR drop assume default switching activity.
