<file path="./run.sh">
#!/bin/bash
# OpenROAD 26Q1-2900-gdf79404cd8, Yosys 0.63+post, stock flow scripts
make -C /OpenROAD-flow-scripts/flow DESIGN_CONFIG=/design/flow/config.mk WORK_HOME=/design/flow/orfs finish
</file>
<file path="./config.mk">
export PLATFORM = sky130hd
export DESIGN_NAME = interpretVal
export DESIGN_NICKNAME = interpretVal
export VERILOG_FILES = /design/flow/design.v
export SDC_FILE = /design/flow/constraint.sdc
export NUM_CORES = 4
export LEC_CHECK = 1
export CORE_AREA = 10 10 70 70
export DIE_AREA = 0 0 80 80
</file>
<file path="./constraint.sdc">
current_design interpretVal

set clk_period 2.4
set clk_io_pct 0.2

create_clock -name clk0 -period $clk_period

set non_clock_inputs [all_inputs -no_clocks]
set_input_delay [expr $clk_period * $clk_io_pct] -clock clk0 $non_clock_inputs
set_output_delay [expr $clk_period * $clk_io_pct] -clock clk0 [all_outputs]
</file>
<file path="./design.v">
`timescale 1ns / 1ps
module interpretVal(
input [7:0] data, input mode, 
output [7:0] val, output neg
);
reg [7:0] val_reg;
reg neg_reg;
always @* begin
	if (mode == 1) begin
		if (data[7] == 1) begin
			val_reg = ~data + 1;
			neg_reg = 1;
		end
		else begin
			val_reg = data;
			neg_reg = 0;
		end
	end
	else begin
		val_reg = data;
		neg_reg = 0;
	end
end
assign val = val_reg;
assign neg = neg_reg;
endmodule
</file>
==> impl_metrics.env <==
# implementation run metrics
export IMPL_status="complete, no violations"
export IMPL_end_kind="output port"
export IMPL_die_h_um=80
export IMPL_synth_avg_cell_area_um2=6.36
export IMPL_dpl_hpwl_um=685
export IMPL_ff_count=0
export IMPL_first_iter_violations=8
export IMPL_min_from="data[3]"
export IMPL_fmax_mhz=432
export IMPL_fill_cells=399
export IMPL_power_density_nw_per_um2=147
export IMPL_coreArea_um2=3420
export IMPL_overflow=0
export IMPL_tightest_slew_ns=0.219
export IMPL_cts_hold_buf=0
export IMPL_wl_per_cell_um=7.88
export IMPL_die_area_um2=6400
export IMPL_logic_area_um2=153
export IMPL_fp_dieW_um=80
export IMPL_yosysTopAreaCell="xor2_1"
export IMPL_ios=18
export IMPL_finalSetupTns_ns=0
export IMPL_slew_viol_final=0
export IMPL_syn2layout_area_growth_pct=172
export IMPL_worst_path_buf_inv=2
export IMPL_fin_ws_ns=0.0857
export IMPL_dpl_worst_slack_ns=-0.160
export IMPL_arrival_ns=1.83
export IMPL_crit_start="mode"
export IMPL_crit_required_ns=1.92
export IMPL_holdCritPathClass="in2out"
export IMPL_grt_pass1_wl_mm=1.21
export IMPL_nClkBuffers=0
export IMPL_rows=21
export IMPL_top_cells_by_count="inv_1 (4), nor2_1 (3), xor2_1 (3)"
export IMPL_routabilityCongestion=0.770
export IMPL_placed_area_um2=419
export IMPL_worstPathMaxFanout=6
export IMPL_fin_crit_sh=0.964
export IMPL_seq_area_um2=0
export IMPL_finalSetupViolCount=0
export IMPL_top_area_frac=0.165
export IMPL_route_detailed_drc=0
export IMPL_drt_total_wl_um=725
export IMPL_most_common_cell="inv_1"
export IMPL_cpPeakStageDelay_ns=0.49
export IMPL_peakVddDrop_uv=21.9
export IMPL_path_class="in2out"
export IMPL_rsz0062_at_grt="false"
export IMPL_crit_top_cell="clkdlybuf4s50_1"
export IMPL_viasPerCell=2.48
export IMPL_fin_crit_ns=2.31
export IMPL_ys_area_um2=159
export IMPL_cp_slowest_cell="clkdlybuf4s50_1"
export IMPL_design_area_um2=433
export IMPL_synthDistinctLibCells=14
export IMPL_crit_path_start_kind="input port"
export IMPL_area_leaders="xor2_1 (17%), nor3_2 (13%), xnor2_1 (11%), inv_1 (9.4%), a31oi_1 (7.9%)"
export IMPL_utilization=0.127
export IMPL_ant_nets=0
export IMPL_layout_drive_gt1_share=0.261
export IMPL_fin_hold_ws_ns=1.56
export IMPL_p_leak_nw=0.194
export IMPL_ys_cells=25
export IMPL_grt_max_degree=7
export IMPL_grt_usage=0.0231
export IMPL_netlist_area_um2=159
export IMPL_yosysSeqAreaShare=0
export IMPL_warnings=32
export IMPL_antenna_cells=0
export IMPL_crit_family="buffers and inverters"
export IMPL_grt_antenna_before_repair=0
export IMPL_hold_viol=0
export IMPL_crit_chain="clkdlybuf4s50_1 > nand2_2 > a21oi_2 > xor2_1 > clkdlybuf4s50_1"
export IMPL_vias=228
export IMPL_max_cap_viol_count=0
export IMPL_grt_pass1_vias=263
export IMPL_max_slew_margin_rel=0.853
export IMPL_drt_pass1_iter_count=3
export IMPL_io_buffers=18
export IMPL_ys_warn_count=1
export IMPL_initial_core_util=0.0465
export IMPL_post_cts_setup_buffers=0
export IMPL_synth_cells=25
per-stage QoR:
| step | cells | power, mW |
|---|---|---|
| global placement | 92 | 0.0676 |
| finish | 92 | 0.0635 |
| CTS | 92 | 0.0655 |
| floorplan | 25 | 0.0167 |
| detailed placement | 92 | 0.0680 |
| global route | 92 | 0.0720 |
layout by cell type (no fill, tap or decap), drive strengths merged:
cell,n
a21boi,1
a31oi,2
xnor2,2
ha,1
nand3b,1
nand2,2
a21oi,1
nor3,2
nor2,3
dlymetal6s2s,1
buf,4
inv,5
o21ai,1
xor2,3
clkdlybuf4s50,10
dlygate4sd2,7
repair_timing:
action                                  4_1_cts  5_1_grt
endpoints found under the setup margin        7        2
resized                                      12        2
pin swaps                                     7        0
layout make-up:
cell class                 count  share of cell area
inverter                       5              0.0434
tap                           46               0.133
multi-input combinational     19               0.353
timing repair buffer          22               0.471
worst paths after layout:
path / end / slack, ns / cells past startpoint
hold / removal: val[7] / 1.56 / 5
setup / recovery: val[5] / 0.09 / 5
layer usage:
layer  up-vias  routed length (um)  track usage
met2        11                 308       0.0393
met1        95                 308       0.0271
met3         0                 108       0.0114
met5         -                   0            0
li1        122                   -            -
met4         0                   0            0
power breakdown:
group,total [mW],switching (mW),internal [mW]
Clock,0,0,0
Combinational,0.0635,0.0218,0.0417
Sequential,0,0,0
cell families after synthesis:
kind of cell | synth area share
xor gates and xnor gates | 0.276
and+or+nand+nor | 0.291
adders and majority gates | 0.0787
buffers and inverters | 0.165
AOI/OAI and AO/OA | 0.189
No activity file was given, so power comes from the tool's default toggle rates.
